==> design/flow/design.v <==
module butterfly( 
   fft_wdataa, fft_wdatab,
   clk, fft_rdataa, fft_rdatab, twiddle, scale
   );
    parameter FFT_SIZE = 4096;
    parameter SAMPLE_WIDTH = 16;
    localparam DELAY_PIPE = 4;
    input clk;
    input [2*(SAMPLE_WIDTH + $clog2(FFT_SIZE)/2)-1:0] fft_rdataa;
    input [2*(SAMPLE_WIDTH + $clog2(FFT_SIZE)/2)-1:0] fft_rdatab;
    input [50-1:0] twiddle;
    output [2*(SAMPLE_WIDTH + $clog2(FFT_SIZE)/2)-1:0] fft_wdataa;
    output [2*(SAMPLE_WIDTH + $clog2(FFT_SIZE)/2)-1:0] fft_wdatab;
    input scale;
    reg [2*(SAMPLE_WIDTH + $clog2(FFT_SIZE)/2)-1:0] in1_q [DELAY_PIPE-1:0];
    wire signed [2*(SAMPLE_WIDTH + $clog2(FFT_SIZE)/2)/2-1:0] in1_real_delayed;
    wire signed [2*(SAMPLE_WIDTH + $clog2(FFT_SIZE)/2)/2-1:0] in1_imag_delayed;
    assign {in1_real_delayed, in1_imag_delayed} = in1_q[DELAY_PIPE-1];
    wire signed [2*(SAMPLE_WIDTH + $clog2(FFT_SIZE)/2)/2-1:0] in2_real;
    wire signed [2*(SAMPLE_WIDTH + $clog2(FFT_SIZE)/2)/2-1:0] in2_imag;
    assign {in2_real, in2_imag} = fft_rdatab;
    wire [15:0] twiddle_real;
    wire [16:0] twiddle_sum;
    wire [16:0] twiddle_diff;
    assign {twiddle_real, twiddle_sum, twiddle_diff} = twiddle;
    wire signed [2*(SAMPLE_WIDTH + $clog2(FFT_SIZE)/2)/2-1:0] twiddle_mult_real;
    wire signed [2*(SAMPLE_WIDTH + $clog2(FFT_SIZE)/2)/2-1:0] twiddle_mult_imag; 
    reg signed [2*(SAMPLE_WIDTH + $clog2(FFT_SIZE)/2)/2-1:0] out1_real;
    reg signed [2*(SAMPLE_WIDTH + $clog2(FFT_SIZE)/2)/2-1:0] out1_imag;
    reg signed [2*(SAMPLE_WIDTH + $clog2(FFT_SIZE)/2)/2-1:0] out2_real;
    reg signed [2*(SAMPLE_WIDTH + $clog2(FFT_SIZE)/2)/2-1:0] out2_imag;
    wire [2*(SAMPLE_WIDTH + $clog2(FFT_SIZE)/2)/2-1:0] out1_real_scaled;
    wire [2*(SAMPLE_WIDTH + $clog2(FFT_SIZE)/2)/2-1:0] out1_imag_scaled;
    wire [2*(SAMPLE_WIDTH + $clog2(FFT_SIZE)/2)/2-1:0] out2_real_scaled;
    wire [2*(SAMPLE_WIDTH + $clog2(FFT_SIZE)/2)/2-1:0] out2_imag_scaled;
    assign out1_real_scaled = scale ? {out1_real[2*(SAMPLE_WIDTH + $clog2(FFT_SIZE)/2)/2-1], out1_real[2*(SAMPLE_WIDTH + $clog2(FFT_SIZE)/2)/2-1:1]} : out1_real;
    assign out1_imag_scaled = scale ? {out1_imag[2*(SAMPLE_WIDTH + $clog2(FFT_SIZE)/2)/2-1], out1_imag[2*(SAMPLE_WIDTH + $clog2(FFT_SIZE)/2)/2-1:1]} : out1_imag;
    assign out2_real_scaled = scale ? {out2_real[2*(SAMPLE_WIDTH + $clog2(FFT_SIZE)/2)/2-1], out2_real[2*(SAMPLE_WIDTH + $clog2(FFT_SIZE)/2)/2-1:1]} : out2_real;
    assign out2_imag_scaled = scale ? {out2_imag[2*(SAMPLE_WIDTH + $clog2(FFT_SIZE)/2)/2-1], out2_imag[2*(SAMPLE_WIDTH + $clog2(FFT_SIZE)/2)/2-1:1]} : out2_imag;
    assign fft_wdataa = {out1_real_scaled, out1_imag_scaled};
    assign fft_wdatab = {out2_real_scaled, out2_imag_scaled};
    integer i;
    always @ (posedge clk) begin
        in1_q[0] <= fft_rdataa;
        for (i=0; i<DELAY_PIPE-1; i=i+1) begin
            in1_q[i+1] <= in1_q[i];
        end
    end
    always @ (posedge clk) begin
        out1_real <= in1_real_delayed + twiddle_mult_real;
        out1_imag <= in1_imag_delayed + twiddle_mult_imag;
        out2_real <= in1_real_delayed - twiddle_mult_real;
        out2_imag <= in1_imag_delayed - twiddle_mult_imag;
    end
    twiddle_multiplier m0
    (   
     .out_real				(twiddle_mult_real),
     .out_imag				(twiddle_mult_imag),
     .clk				(clk),
     .in_real				(in2_real),
     .in_imag				(in2_imag),
     .twiddle_real			(twiddle_real),
     .twiddle_sum			(twiddle_sum),
     .twiddle_diff          (twiddle_diff)
     );
endmodule
module twiddle_multiplier( 
   out_real, out_imag,
   clk, in_real, in_imag, twiddle_real, twiddle_sum, twiddle_diff
   );
    parameter DATA_WIDTH = 44;
    parameter TWIDDLE_WIDTH = 50;
    input clk;
    input signed [DATA_WIDTH/2-1:0] in_real;
    input signed [DATA_WIDTH/2-1:0] in_imag;
    input signed [15:0] twiddle_real;
    input signed [16:0] twiddle_sum;
    input signed [16:0] twiddle_diff;
    output signed [DATA_WIDTH/2-1:0] out_real;
    output signed [DATA_WIDTH/2-1:0] out_imag;
    reg signed [DATA_WIDTH/2-1:0] in_real_q0;
    reg signed [DATA_WIDTH/2-1:0] in_imag_q0;
    reg signed [DATA_WIDTH/2-1:0] in_real_q1;
    reg signed [DATA_WIDTH/2-1:0] in_imag_q1;
    reg signed [15:0] twiddle_real_q0;
    reg signed [15:0] twiddle_real_q1;
    reg signed [DATA_WIDTH/2:0] pre_add0_q;
    reg signed [16:0] twiddle_sum_q0;
    reg signed [16:0] twiddle_diff_q0;
    reg signed [16:0] twiddle_sum_q1;
    reg signed [16:0] twiddle_diff_q1;
    reg signed [47:0] mult0_q;
    reg signed [47:0] mult1_q;
    reg signed [47:0] mult2_q;
    reg signed [47:0] post_add0_q;
    reg signed [47:0] post_add1_q;
    assign out_real = post_add0_q[36:15];
    assign out_imag = post_add1_q[36:15];
    always @ (posedge clk) begin
        in_real_q0 <= in_real;
        in_imag_q0 <= in_imag;
        in_real_q1 <= in_real_q0;
        in_imag_q1 <= in_imag_q0;
        twiddle_real_q0 <= twiddle_real;
        twiddle_real_q1 <= twiddle_real_q0;
        twiddle_diff_q0 <= twiddle_diff;
        twiddle_sum_q0 <= twiddle_sum;
        twiddle_diff_q1 <= twiddle_diff_q0;
        twiddle_sum_q1 <= twiddle_sum_q0;
    end
    always @ (posedge clk) begin
        pre_add0_q <= in_real_q0 + in_imag_q0;
    end
    always @ (posedge clk) begin
        mult0_q <= twiddle_real_q1 * pre_add0_q;
        mult1_q <= in_real_q1 * twiddle_diff_q1;
        mult2_q <= in_imag_q1 * twiddle_sum_q1;
    end
    always @ (posedge clk) begin
        post_add0_q <= mult0_q - mult2_q;
        post_add1_q <= mult0_q + mult1_q;
    end
endmodule
==> design/flow/run.sh <==
#!/bin/bash
# OpenROAD 26Q1-2900-gdf79404cd8, Yosys 0.63+post, stock flow scripts
make -C /OpenROAD-flow-scripts/flow DESIGN_CONFIG=/design/flow/config.mk WORK_HOME=/design/flow/orfs finish
==> design/flow/config.mk <==
export PLATFORM = sky130hd
export DESIGN_NAME = butterfly
export DESIGN_NICKNAME = butterfly
export VERILOG_FILES = /design/flow/design.v
export SDC_FILE = /design/flow/constraint.sdc
export NUM_CORES = 4
export LEC_CHECK = 1
export CORE_UTILIZATION = 50
==> design/flow/constraint.sdc <==
current_design butterfly

set clk_period 13.4
set clk_io_pct 0.2

create_clock -name clk0 -period $clk_period [get_ports {clk}]

set non_clock_inputs [all_inputs -no_clocks]
set_input_delay [expr $clk_period * $clk_io_pct] -clock clk0 $non_clock_inputs
set_output_delay [expr $clk_period * $clk_io_pct] -clock clk0 [all_outputs]
==> flow_metrics.tcl <==
# implementation run metrics
set metrics [dict create \
    antenna_found_initial 2 \
    drv_cap 0 \
    numCtsBuffers 73 \
    area_leaders "fa_1, dfxtp_1, ha_1, inv_1, and2_1" \
    clock_sinks 628 \
    cts_root_buf "clkbuf_16" \
    drc 0 \
    startpoint_type "primary input" \
    r2r_start "m0.pre_add0_q[10]" \
    via_per_inst 4.92 \
    fp_util_pct 50.5 \
    cts_tree "done" \
    htree_levels 3 \
    syn-instance-count 6177 \
    cts.path.max_buffers 3 \
    std_cell_rows 126 \
    warnings 67 \
    ys.flops 628 \
    areaGrowthSynthToFinish_pct 10.8 \
    grt_pass1_wl_um 223000 \
    worst_pin_slew_ns 0.929 \
    wl_met1_um 57700 \
    outcome "completed" \
    slew_violations 0 \
    cts.clk_slew.worst_paths_ns 0.06 \
    track_usage_pct 25.5 \
    netlist_area_um2 59800 \
    required_ns 10.72 \
    wl_um 138000 \
    dp_slack_ns 6.34 \
    grt_max_degree 52 \
    die_y_um 348 \
    core_um2 118000 \
    clk_latency_ns 0.65 \
    yosysSeqAreaShare_pct 21.0 \
    avgSynthCellArea_um2 9.68 \
    rsz0062_at_grt "false" \
    yosys_cells 6177 \
    relSlewSlack_pct 38.0 \
    finalWorstSetupSlack_ns 6.34 \
    yosysTopAreaCell "fa_1" \
    tns_ns 0 \
    path_max_fanout 51 \
    hpwl_um 111000 \
    dr_wl_met2_um 57300 \
    grt_pass1_vias 41500 \
    hold_buffers 0 \
    pin_count 228 \
    ctsResizeCount 0 \
    ff_type "dfxtp_1" \
    max_freq_mhz 142 \
    min-delay-start "m0.twiddle_sum_q0[11]" \
    top_cell_area_share_pct 35.6 \
    gr-total-overflow 0 \
    drive_gt1_share_pct 4.75 \
    dr_wl_met3_um 17000 \
    yosysWarnings 3 \
    crit_type "primary input to output pin" \
    period_needed_ns 7.06 \
    hold_path.class "flop to flop" \
    placed_area_um2 63800 \
    ys_area_um2 59800 \
    async_flop_share_pct 0 \
    worst_setup_path_end_kind "output pin" \
    antenna_left 0 \
    clock_skew_ns 0.0302 \
    top_layer "met5" \
    die_area_um2 121000 \
    first_pass_iters 7 \
    finalClockPeriodUsage_pct 52.7 \
    port_buffers 227 \
    edf_count 0 \
    finish.instance_area_um2 66300 \
    drtIter0Drc 1417 \
    num_vias 39400 \
    crit_arrival_ns 4.38 \
    startpoint "scale" \
    post-cts-setup-buffers 0 \
    gp_congestion 0.930 \
    fp.dieW_um 348 \
    ys_types 81 \
    finalHoldViolations 0 \
    wire_per_inst_um 17.2 \
    setup_violations 0 \
]
-- kinds of logic (layout without fill, tap and decap cells) --
logic type      count (synthesis)  in the layout  synth area share, %
buf+inv                      1581           1803                 9.95
simple gates                 1542           1542                 12.3
fa+ha+maj                    1518           1518                 45.1
flops                         628            628                 21.0
compound gates                566            566                 6.28
xor+xnor                      262            262                 3.84
mux                            80             80                 1.51
other cells                     0              1                    0
-- stage by stage --
stage | hold slack, ns | util [%] | cells
after CTS | 0.317 | 56.0 | 7999
after detailed placement | 0.312 | 53.9 | 7869
after global placement | 0.310 | 53.9 | 7869
final | 0.317 | 56.0 | 8000
after global routing | 0.328 | 56.0 | 7999
after floorplan | 0.310 | - | 6177
-- worst max-delay path, stage by stage --
cell and delay (ns):
buf_4 0.34, buf_4 0.54, mux2_2 0.40, clkdlybuf4s50_1 0.39
-- metal layers --
layer,global-route usage [%],up-vias
met5,0.520,-
met4,7.41,4
met3,13.0,201
met2,35.6,1366
met1,36.8,18900
li1,-,18900
-- sequential cells by signal, summed over array words and instances, names as in the netlist, 21 cells and up --
| name | count |
|---|---|
| m0.in_real_q1 | 22 |
| m0.post_add1_q | 22 |
| m0.mult0_q | 37 |
| m0.mult1_q | 37 |
| m0.mult2_q | 37 |
| out2_imag | 22 |
| m0.post_add0_q | 22 |
| in1_q | 176 |
| out1_imag | 21 |
| m0.in_imag_q0 | 22 |
| out2_real | 22 |
| m0.pre_add0_q | 23 |
| m0.in_real_q0 | 22 |
| out1_real | 21 |
| m0.in_imag_q1 | 22 |
-- layout make-up --
cell class	instances	area, µm²
Fill cell	10300	52100
Multi-Input combinational cell	3968	41300
Sequential cell	628	12600
Inverter	1381	5180
Timing Repair Buffer	292	2760
Clock buffer	97	2080
Tap cell	1600	2000
Clock inverter	33	405
Antenna cell	1	2.50
-- cell usage in the layout, fill, tap and decap left out, types with 24 or more instances in the layout --
cell type and count:
xnor2_1 192, nor3_1 33, a31oi_1 24, fa_1 1065, a21oi_1 165, nor2_1 199
dfxtp_1 628, ha_1 453, o21a_1 37, a21o_1 83, mux2_2 80, o21bai_1 37
buf_4 66, nand2_1 702, nand2b_1 42, xor2_1 70, nor2b_1 31, nand3_1 30
o21ai_0 90, and2_1 436, clkdlybuf4s50_1 226, clkbuf_16 76, inv_1 1380
-- path summary, 6_finish.rpt --
kind	slack, ns	cells after the start	to
hold / removal	0.32	0	m0.twiddle_sum_q1[11]
hold reg to reg	0.32	0	m0.twiddle_sum_q1[11]
setup / recovery	6.34	4	fft_wdataa[23]
setup reg to reg	6.36	21	m0.mult0_q[36]
-- cells in the mapped netlist, types with 4 or more instances --
| master | instances |
|---|---|
| nor2b_1 | 31 |
| o22ai_1 | 5 |
| inv_1 | 1380 |
| o211ai_1 | 6 |
| o31ai_1 | 6 |
| clkbuf_1 | 186 |
| o21bai_1 | 37 |
| or2_2 | 7 |
| a21o_1 | 83 |
| or4_1 | 4 |
| nor2_1 | 199 |
| a31oi_1 | 24 |
| a311o_1 | 4 |
| a211oi_1 | 23 |
| dfxtp_1 | 628 |
| o21ai_0 | 90 |
| nand4_1 | 20 |
| xnor2_1 | 192 |
| and3_1 | 14 |
| a221oi_1 | 5 |
| nand2b_1 | 42 |
| o311ai_0 | 4 |
| a21oi_1 | 165 |
| a21boi_0 | 4 |
| xor2_1 | 70 |
| nor3_1 | 33 |
| buf_1 | 7 |
| and2_1 | 436 |
| mux2_2 | 80 |
| buf_4 | 4 |
| o2111ai_1 | 5 |
| o21a_1 | 37 |
| nand2_1 | 702 |
| a211o_1 | 4 |
| nand3_1 | 30 |
| or3_1 | 11 |
| fa_1 | 1065 |
| a311oi_1 | 5 |
| a31o_2 | 7 |
| ha_1 | 453 |
| o21ai_1 | 9 |
