==> flow/design.v <==
module axis_bram_slave_inv( 
   axis_bram_slave_busy, axis_s2mem_waddra, axis_s2mem_wdataa,
   axis_s2mem_wea, axis_s2mem_waddrb, axis_s2mem_wdatab,
   axis_s2mem_web, s_axis_tready,
   clk, reset, axis_bram_slave_go, s_axis_tvalid,
   s_axis_tlast, s_axis_tdata, s_axis_tkeep
   );
    parameter FFT_SIZE = 4096;
    parameter SAMPLE_WIDTH = 16;
    input clk, reset;
    input axis_bram_slave_go;
    output axis_bram_slave_busy;
    output [$clog2(FFT_SIZE)-1:0] axis_s2mem_waddra; 
    output [2*(SAMPLE_WIDTH + $clog2(FFT_SIZE)/2)-1:0] axis_s2mem_wdataa;
    output axis_s2mem_wea;
    output [$clog2(FFT_SIZE)-1:0] axis_s2mem_waddrb; 
    output [2*(SAMPLE_WIDTH + $clog2(FFT_SIZE)/2)-1:0] axis_s2mem_wdatab;
    output axis_s2mem_web;
    input s_axis_tvalid;
    input s_axis_tlast;
    input [63:0] s_axis_tdata;
    input [7:0] s_axis_tkeep;
    output s_axis_tready;
    assign axis_bram_slave_busy = axis_bram_s_state_q != IDLE;
    assign s_axis_tready = axis_bram_s_state_q == WRITE;
    assign axis_s2mem_wea = s_axis_tready & s_axis_tvalid;
    assign axis_s2mem_wdataa = {s_axis_tdata[43:32], s_axis_tdata[21:0]};
    assign axis_s2mem_waddra = {1'b0, counter_q};
    wire [21:0] conjugate;
    assign conjugate = ~s_axis_tdata[21:0] + 1;
    assign axis_s2mem_web = s_axis_tready & s_axis_tvalid & (|counter_q[$clog2(FFT_SIZE)-2:0]);
    assign axis_s2mem_wdatab = {s_axis_tdata[43:32], conjugate};
    assign axis_s2mem_waddrb = FFT_SIZE - counter_q;
    reg [$clog2(FFT_SIZE)-1:0] counter_q = {($clog2(FFT_SIZE)){1'b0}};
    localparam IDLE = 0,
        WRITE = 1;
    reg axis_bram_s_state_q;
    always @ (posedge clk) begin
        if (reset) begin
            axis_bram_s_state_q <= IDLE;
        end else begin
            case (axis_bram_s_state_q)
                IDLE: begin
                    if (axis_bram_slave_go) begin
                        axis_bram_s_state_q <= WRITE;
                    end
                    counter_q <= {$clog2(FFT_SIZE){1'b0}};
                end
                WRITE: begin
                    counter_q <=  s_axis_tvalid ? counter_q + 1'b1 : counter_q;
                    if ((counter_q == FFT_SIZE/2) && s_axis_tvalid) begin
                        axis_bram_s_state_q <= IDLE;
                    end
                end
            endcase
        end
    end
endmodule
==> flow/config.mk <==
export PLATFORM = sky130hd
export DESIGN_NAME = axis_bram_slave_inv
export DESIGN_NICKNAME = axis_bram_slave_inv
export VERILOG_FILES = /design/flow/design.v
export SDC_FILE = /design/flow/constraint.sdc
export NUM_CORES = 4
export LEC_CHECK = 1
export CORE_AREA = 10 10 98 98
export DIE_AREA = 0 0 108 108
==> flow/constraint.sdc <==
current_design axis_bram_slave_inv

set clk_period 6.4
set clk_io_pct 0.2

create_clock -name clk0 -period $clk_period [get_ports {clk}]

set non_clock_inputs [all_inputs -no_clocks]
set_input_delay [expr $clk_period * $clk_io_pct] -clock clk0 $non_clock_inputs
set_output_delay [expr $clk_period * $clk_io_pct] -clock clk0 [all_outputs]
==> flow/run.sh <==
#!/bin/bash
# OpenROAD 26Q1-2900-gdf79404cd8, Yosys 0.63+post, stock flow scripts
make -C /OpenROAD-flow-scripts/flow DESIGN_CONFIG=/design/flow/config.mk WORK_HOME=/design/flow/orfs finish
==> out/metrics.cfg <==
[run_status]
status = completed

[synthesis]
top_area_share_pct = 28.5
avgSynthCellArea_um2 = 8.37
yosys.stat.seqShare_pct = 21.0
ys_cells = 217
post_synth_main_area_contributors = buf_4 (29%), edfxtp_1 (20%), xnor2_1 (14%)
most_common_cell = buf_4
top_cells_by_count = buf_4 (69), xnor2_1 (28), and2_1 (14)
synth_warnings = 1
yosysChipArea_um2 = 1820
yosys_most_used_dff = edfxtp_1
async_flop_share_pct = 0
top_area_cell = buf_4
ys.flops = 13
synth-edff-count = 12
netlist_area_um2 = 1820
synthDistinctLibCells = 33
synth_cells = 217

[detailed_routing]
drc_errors = 0
num_vias = 1465
n_antenna_cell = 0
ant_nets = 0
drtIter0Drc = 23
drt_pre_antenna_iters = 4
wl_per_cell_um = 14.1
wirelength_um = 5110
vias_per_cell = 4.04

[run]
tool_warnings = 65
maxCapViolations = 0

[sta]
worst_pin_slew_ps = 581
final-setup-viol-count = 0
max_freq_ghz = 0.206
finalHoldViolCount = 0
finClkSkew_ps = 1.73
period_used_pct = 75.9
rsz0062_at_grt = false
fin_setup_tns_ps = 0
maxSlewHeadroom_pct = 60.9
slew_viol_final = 0
period_minus_slack_ps = 4860

[grt]
grt_overflow = 0
grt_pass1_wl_um = 7680
grt_pass1_vias = 1447
grt_usage_pct = 7.97
antenna_found_initial = 0
grt_max_degree = 18

[cts]
cts_sinks = 13
cts_inserted_buffers = 3
clock-root-buffer = clkbuf_8
clock_path_buffers = 2
htree_levels = 1
clkLatencyLatePin_ps = 230
cts_setup_buffers = 0
clkTransAtPathRegs_ps = 50
cts_resized = 0
cts_hold_buf = 0
cts_tree = done

[worst_setup_path]
crit_type = in -> out
critical_path.cell_chain = clkdlybuf4s50_1, nor4_1, nand3_2, nor4_1, xnor2_1, clkdlybuf4s50_1
arrival_ps = 3580
end_kind = output port
worstPathMaxFanout = 6
worstPathRequired_ps = 5120
cp-start-kind = primary input
reg2reg_from = counter_q[2]$_SDFFCE_PN0P_
slowest_delay_ps = 560
reg2reg_depth = 4
crit_slowest_cell = nor4_1
reg2reg_slack_ps = 4780
timing.rr.end = counter_q[8]$_SDFFCE_PN0P_

[floorplan]
io_pins = 193
die_h_um = 108
num_rows = 32
core_um2 = 7650
dieWidth_um = 108
chipArea_um2 = 11700
fp_util_pct = 23.7

[placement]
dp.cells = 359
gp_congestion = 0.783
dp_hpwl_um = 4190
portBuffers = 97
dpl_cell_area_um2 = 2440

[layout]
stdcell_area_um2 = 2490
area_growth_pct = 37.0
drive_gt1_share_pct = 4.60
fin_cells = 363

[worst_hold_path]
hold_path_class = reg -> reg
hp-start = counter_q[0]$_SDFFCE_PN0P_
worstHoldEndpoint = counter_q[0]$_SDFFCE_PN0P_
worstHoldPathCells = 1

[power]
leakagePower_nw = 0.865
powerDensity_nw_per_um2 = 118
power.ir.vdd_worst_uv = 76.2

-- registers in the layout, indices dropped and copies added, names as in the netlist --
| signal | count |
|---|---|
| axis_bram_s_state_q | 1 |
| counter_q | 12 |
-- worst max-delay path by stage --
stage                           start                    end  slack (ps)  depth (start not counted)
final                 s_axis_tdata[7]  axis_s2mem_wdatab[19]        1540                          6
after CTS             s_axis_tdata[7]  axis_s2mem_wdatab[19]        1510                          6
after global routing  s_axis_tdata[7]  axis_s2mem_wdatab[16]        1390                          6
-- worst max-delay path, delay by kind of cell --
| kind | cells | cell delay (ps) |
|---|---|---|
| XOR/XNOR | 1 | 150 |
| buffers and inverters | 2 | 970 |
| AND/OR/NAND/NOR | 3 | 1170 |
-- cells by family (layout without fill, tap and decap cells) --
kind of cell | after synthesis | in the layout | share of synthesized area, %
XOR/XNOR | 40 | 40 | 19.3
buffers and inverters | 82 | 107 | 31.4
AND-OR/OR-AND | 3 | 3 | 1.10
adder cells (fa/ha/maj) | 3 | 3 | 2.07
flip-flops | 13 | 13 | 21.0
other | 1 | 20 | 0.207
AND/OR/NAND/NOR | 75 | 75 | 25.0
-- per-stage QoR --
stage / setup slack (ps) / util (%) / power [mW] / hold WS (ps)
final: 1540 / 32.5 / 0.294 / 711
after global routing: 1390 / 32.5 / 0.317 / 772
after CTS: 1510 / 32.5 / 0.300 / 716
after detailed placement: 1500 / 31.9 / 0.227 / 710
after global placement: 1560 / 31.9 / 0.227 / 707
after floorplan: 2680 / - / 0.164 / 499
-- where the power goes --
group	switching, mW	total (mW)	internal [mW]
combinational	0.0319	0.110	0.0778
clock	0.0271	0.0710	0.0438
sequential	0.0132	0.113	0.100
total	0.0722	0.294	0.222
-- metal layers --
layer | wire length, um | vias up | GRT usage, %
li1 | - | 715 | -
met4 | 14 | 0 | 0.573
met3 | 919 | 3 | 4.22
met1 | 2210 | 653 | 10.5
met2 | 1970 | 94 | 11.9
met5 | 0 | - | 0
-- cell usage in the layout (no fill, tap or decap), types with 2 or more instances in the layout --
master | netlist | final
clkdlybuf4s50_1 | 0 | 97
xnor2_1 | 28 | 28
conb_1 | 1 | 20
and2_1 | 14 | 14
nor2_1 | 12 | 12
xor2_1 | 12 | 12
edfxtp_1 | 12 | 12
nand2_1 | 10 | 10
nor3_1 | 7 | 7
nor4_1 | 5 | 5
nand3_1 | 5 | 5
inv_1 | 5 | 5
or4_1 | 3 | 3
nand4_1 | 3 | 3
ha_1 | 3 | 3
clkbuf_8 | 0 | 3
nand3_2 | 2 | 2
nor2b_1 | 2 | 2
and4_1 | 2 | 2
and3_1 | 2 | 2
-- final cells by class --
cell class                      count  area [um^2]
Sequential cell                    13          380
Timing Repair Buffer               98          978
Inverter                            5         18.8
Fill cell                         798         5160
Multi-Input combinational cell    141          937
Clock buffer                        4         45.0
Tap cell                          102          128
Power figures rest on the tool's default switching activity, not on a simulated workload.
