### design/flow/run.sh
#!/bin/bash
# OpenROAD 26Q1-2900-gdf79404cd8, Yosys 0.63+post, stock flow scripts
make -C /OpenROAD-flow-scripts/flow DESIGN_CONFIG=/design/flow/config.mk WORK_HOME=/design/flow/orfs finish
### design/flow/config.mk
export PLATFORM = sky130hd
export DESIGN_NAME = address_gen
export DESIGN_NICKNAME = address_gen
export VERILOG_FILES = /design/flow/design.v
export SDC_FILE = /design/flow/constraint.sdc
export NUM_CORES = 4
export LEC_CHECK = 1
export CORE_UTILIZATION = 50
### design/flow/constraint.sdc
current_design address_gen

set clk_period 5.8
set clk_io_pct 0.2

create_clock -name clk0 -period $clk_period [get_ports {clk}]

set non_clock_inputs [all_inputs -no_clocks]
set_input_delay [expr $clk_period * $clk_io_pct] -clock clk0 $non_clock_inputs
set_output_delay [expr $clk_period * $clk_io_pct] -clock clk0 [all_outputs]
### design/flow/design.v
module address_gen ( 
   addr_gen_busy, fft_raddra, fft_raddrb, fft_waddra, fft_waddrb,
   fft_wea, fft_web, fft_data_valid, twiddle_addr,
   clk, reset, addr_gen_go, fft_level
   );
    parameter FFT_SIZE = 4096;
    localparam BFLY_LATENCY = 7;
    input clk, reset;
    input addr_gen_go;
    output addr_gen_busy;
    input [$clog2($clog2(FFT_SIZE))-1:0] fft_level;
    output [$clog2(FFT_SIZE)-1:0] fft_raddra;
    output [$clog2(FFT_SIZE)-1:0] fft_raddrb;
    output [$clog2(FFT_SIZE)-1:0] fft_waddra;
    output [$clog2(FFT_SIZE)-1:0] fft_waddrb;
    output fft_wea;
    output fft_web;
    output fft_data_valid;
    output [$clog2(FFT_SIZE)-2:0] twiddle_addr;
    reg [$clog2(FFT_SIZE)-2:0] bfly_count_q = 0;
    reg [$clog2(FFT_SIZE)-1:0] fft_waddra_q [BFLY_LATENCY-1:0];
    reg [$clog2(FFT_SIZE)-1:0] fft_waddrb_q [BFLY_LATENCY-1:0];
    wire [$clog2(FFT_SIZE)-1:0] raddra_shift;
    wire [$clog2(FFT_SIZE)-1:0] raddrb_shift;
    reg [BFLY_LATENCY-1:0] fft_data_valid_q;
    assign raddra_shift = {bfly_count_q, 1'b0};
    assign raddrb_shift = {bfly_count_q, 1'b1};
    assign fft_raddra = ((raddra_shift << fft_level) | (raddra_shift >> ($clog2(FFT_SIZE)-fft_level))) & {$clog2(FFT_SIZE){1'b1}};
    assign fft_raddrb = ((raddrb_shift << fft_level) | (raddrb_shift >> ($clog2(FFT_SIZE)-fft_level))) & {$clog2(FFT_SIZE){1'b1}};
    assign fft_waddra = fft_waddra_q[BFLY_LATENCY-1];
    assign fft_waddrb = fft_waddrb_q[BFLY_LATENCY-1];
    assign fft_data_valid = fft_data_valid_q[BFLY_LATENCY-1];
    assign fft_wea = fft_data_valid;
    assign fft_web = fft_data_valid;
    reg [$clog2(FFT_SIZE)-1:0] twiddle_mask = 0;
    assign twiddle_addr = bfly_count_q & twiddle_mask[$clog2(FFT_SIZE)-2:0];
    assign addr_gen_busy = addr_gen_state_q == COUNTING;
    reg addr_gen_state_q;
    localparam IDLE=0,
        COUNTING=1;
    always @ (posedge clk) begin
        if (reset) begin
            addr_gen_state_q <= IDLE;
        end else begin
            case(addr_gen_state_q)
                IDLE: begin
                    addr_gen_state_q <= addr_gen_go ? COUNTING : IDLE;
                end
                COUNTING: begin
                    addr_gen_state_q <= &bfly_count_q ? IDLE : COUNTING;
                end
            endcase
        end
    end
    always @ (posedge clk) begin
        case (addr_gen_state_q)
            IDLE: begin
                twiddle_mask <= addr_gen_go ? {1'b1, twiddle_mask[$clog2(FFT_SIZE)-1:1]} : twiddle_mask;
            end
            COUNTING: begin
                bfly_count_q <= bfly_count_q + 1'b1;
                if (&bfly_count_q && fft_level == ($clog2(FFT_SIZE)-1)) begin
                    twiddle_mask <= {$clog2(FFT_SIZE){1'b0}};
                end
            end
        endcase
    end
    integer i;
    always @ (posedge clk) begin
        fft_waddra_q[0] <= fft_raddra;
        fft_waddrb_q[0] <= fft_raddrb;
        fft_data_valid_q[0] <= addr_gen_state_q == COUNTING;
        for (i=0; i<BFLY_LATENCY-1; i=i+1) begin
            fft_waddra_q[i+1] <= fft_waddra_q[i];
            fft_waddrb_q[i+1] <= fft_waddrb_q[i];
            fft_data_valid_q[i+1] <= fft_data_valid_q[i];
        end
    end
endmodule
==> impl_metrics.csv <==
group,metric,value,unit
critical_path,r2r_end,"twiddle_mask[2]$_SDFFCE_PP0P_",
layout,area_growth_syn_to_layout,21.9,%
global_routing,gr-usage-all-layers,0.202,
clocking,cts_htree_levels,4,
synthesis,ys_async_sr_fraction,0,
global_routing,grt_start_max_net_pins,29,
floorplanning,die_x,111,µm
clocking,root_buffer,"clkbuf_16",
critical_path,r2r-start,"bfly_count_q[1]$_DFFE_PP_",
clocking,cts_tree,"yes",
routing,vias,3342,
synthesis,topCellsByArea,"dfxtp_1 59%, edfxtp_1 12%, mux2i_1 3.2%",
job,warning_count,26,
floorplanning,rows,39,
place,hpwl,7100,µm
layout,seq_area,4210,µm²
timing,rsz0062_at_grt,"no",
clocking,cts_hold_buf,0,
routing,routed_wl,11100,µm
critical_path,critPathMostFrequentCell,"clkdlybuf4s50_1",
synthesis,synth_area_per_cell,13.5,µm²
timing,tightest_slew,716,ps
synthesis,ys_cells,441,
critical_path,worstSetupEndpointType,"primary output",
layout,fill_cells,881,
timing,setup_viol,0,
power_and_ir_drop,power-per-cell-area,425,nW/µm²
floorplanning,die_y,111,µm
critical_path,cpMaxStageDelayCell,"clkdlybuf4s50_1",
timing,relSlewSlack,0.521,
floorplanning,dieArea,12300,µm²
routing,ant_nets,0,
timing,hold_viol,0,
synthesis,syn_area,5950,µm²
synthesis,flop_cell,"dfxtp_1",
clocking,path_clk_slew,70,ps
critical_path,critical_path_class,"in2out",
critical_path,cp_data_arrival_time,3850,ps
synthesis,numSynthFlops,199,
timing,max_freq,199,MHz
job,cap_violations,0,
critical_path,slowest_delay,730,ps
layout,final-comb-area,1470,µm²
floorplanning,fp_util,0.517,
synthesis,edf_count,23,
power_and_ir_drop,ir_worst_vdd,0.350,mV
routing,drt-pass1-iter-count,20,
critical_path,reg2reg_depth,7,
routing,insertedDiodeCount,0,
layout,finalCoreUtilization,0.630,
clocking,cts.sinks,199,
critical_path,required,4640,ps
place,numPortBuffers,69,
routing,viasPerCell,5.00,
critical_path,path_cells,"clkdlybuf4s50_1 -> and3b_1 -> nor2_1 -> a211oi_1 -> a211o_1 -> o21ai_1 -> clkdlybuf4s50_1",
routing,wire_per_inst,16.6,µm
timing,slew_viol_final,0,
floorplanning,ios,70,
critical_path,cp.buffers_inverters,2,
layout,drive_above_1_share,0.116,
synthesis,yosys-stat-area,5950,µm²
critical_path,crit_fanout,17,
global_routing,grt_pass1_wl,18100,µm
floorplanning,core,11500,µm²
global_routing,antenna_found_initial,0,
clocking,cts_resized,0,
hold_path,hp-start,"fft_waddra_q[4][2]$_DFF_P_",
routing,drc,0,
power_and_ir_drop,p_leak,2.95,nW
clocking,clock_latency,420,ps
synthesis,ys_types,64,
clocking,cts_setup_buffers,0,
clocking,numCtsBuffers,17,
timing,period_needed,5010,ps
layout,final_layout_top_logic_cell,"dfxtp_1",
synthesis,yosysTopAreaCellShare,0.592,
timing,worst_hold_slack,320,ps
clocking,clockBufferDepth,2,
routing,initialDrtViolationCount,192,
critical_path,r2r_slack,3640,ps
layout,final_cell_mix,"176 x dfxtp_1, 69 x clkdlybuf4s50_1, 28 x nand2_1, 23 x edfxtp_1, 19 x mux2i_1",
timing,fin_crit_sh,0.864,
critical_path,cp_top_family,"buffers and inverters",
timing,fin_tns_setup,0,ps
synthesis,netlist_instances,441,
timing,finClkSkew,17.0,ps
synthesis,yosysWarnings,3,
global_routing,grt_pass1_vias,3298,
hold_path,min_to,"fft_waddra_q[5][2]$_DFF_P_",
critical_path,cp-start-kind,"primary input",
synthesis,netlist.top_cell.by_area,"dfxtp_1",
hold_path,hold_path.class,"reg2reg",
global_routing,grt_remaining_overflow,0,
hold_path,hold_depth,0,
run_status,run_status,"completed",
place,place.gp.congestion,0.899,
synthesis,ys_seq_share,0.708,
==> worst max-delay path by stage <==
stage                 cells past startpoint          from             to  slack (ps)
after CTS                                 7  fft_level[3]  fft_raddrb[4]         760
after global routing                      7  fft_level[3]  fft_raddrb[4]         610
final                                     7  fft_level[3]  fft_raddrb[4]         790
==> synthesized netlist by cell type (2+ instances only) <==
cell type and n:
a211o_1 2, a211oi_1 5, a21o_1 5, a21oi_1 12, a32oi_1 2, and2_1 11
and3_1 3, buf_2 2, buf_4 4, buf_6 7, clkbuf_1 4, clkbuf_8 4
dfxtp_1 176, edfxtp_1 23, ha_1 4, inv_1 8, mux2_2 6, mux2i_1 19
mux4_2 3, nand2_1 28, nand3_1 17, nand4_1 2, nor2_1 10, nor2b_1 14
nor3_1 6, o211a_1 3, o21a_1 2, o21ai_0 7, o21ai_1 3, o22ai_1 7
o311ai_0 2, xnor2_1 6, xor2_1 3
==> report_power, final <==
part	total [mW]	internal, mW	switching [mW]
logic	0.275	0.159	0.116
clock network	1.16	0.628	0.529
registers	1.65	1.59	0.0575
total	3.08	2.38	0.702
==> area by class of cell <==
class,count,share of cell area
sequential,199,0.581
multi-input combinational,208,0.203
timing repair buffer,78,0.105
clock buffer,19,0.0611
tap,143,0.0247
clock inverter,13,0.0212
inverter,9,0.00466
==> logic make-up (layout without fill, tap and decap cells) <==
family	Yosys count	count (layout)	synth area share
compound gates	63	63	0.0757
buf+inv	34	119	0.0448
flops	199	199	0.708
simple gates	103	103	0.0921
fa+ha+maj	4	4	0.00841
mux	28	28	0.0547
xor+xnor	10	10	0.0160
==> worst reg2reg max path, stage by stage (launching register included) <==
cell	delay (ps)
edfxtp_1	510
ha_1	270
nand2_1	80
nor2_1	290
and4_1	270
nand4_1	110
o21ai_0	110
buf_4	230
==> flip-flops by register name, indices dropped and copies added (netlist names) <==
register          flops
fft_waddrb_q         84
fft_data_valid_q      7
addr_gen_state_q      1
bfly_count_q         11
twiddle_mask         12
fft_waddra_q         84
==> per-layer routing <==
metal / vias up / wire [µm] / GRT usage
met5: - / 0 / 0
met4: 0 / 99 / 0.0315
met3: 7 / 497 / 0.0424
met2: 75 / 5280 / 0.309
met1: 1593 / 5210 / 0.324
li1: 1667 / - / -
==> per-stage QoR <==
stage	instance area, µm²	cells	setup slack, ps	total power, mW
2_1_floorplan	5950	441	1570	1.79
3_3_place_gp	6650	637	736	1.95
3_5_place_dp	6650	637	789	1.95
4_1_cts	7250	669	760	3.12
5_1_grt	7250	669	611	3.22
6_report	7250	669	787	3.08
Power and IR drop assume default switching activity.
